## flow/run.sh

```bash
#!/bin/bash
# OpenROAD 26Q1-2900-gdf79404cd8, Yosys 0.63+post, stock flow scripts
make -C /OpenROAD-flow-scripts/flow DESIGN_CONFIG=/design/flow/config.mk WORK_HOME=/design/flow/orfs finish
```

## flow/config.mk

```make
export PLATFORM = sky130hd
export DESIGN_NAME = Datapath
export DESIGN_NICKNAME = Datapath
export VERILOG_FILES = /design/flow/design.v
export SDC_FILE = /design/flow/constraint.sdc
export NUM_CORES = 4
export LEC_CHECK = 1
export CORE_UTILIZATION = 30
```

## flow/constraint.sdc

```tcl
current_design Datapath

set clk_period 11.3
set clk_io_pct 0.2

create_clock -name clk0 -period $clk_period [get_ports {clk}]

set non_clock_inputs [all_inputs -no_clocks]
set_input_delay [expr $clk_period * $clk_io_pct] -clock clk0 $non_clock_inputs
set_output_delay [expr $clk_period * $clk_io_pct] -clock clk0 [all_outputs]
```

## flow/design.v

```verilog
module Datapath #(parameter C = 4,D=8)(data,LD_path,LD_pm,LD_adrs,a1,LD_SA,sa3,sa1,sa2,LD_ix,SI1,SI2,LD_SI,LD_nk,nk1,LD_k,LD_SN,sn1,sn2,LD_nc,LD_wpm,wpm1,LD_wp,wp1,wp2,LD_w,LD_WK1,LD_mn,mn1,done,clk,stop,DONE,kone,SNumel,nc0,nc1,nc2,nc3,nc4,wl,wg,addres,wpathmin,pathm);
input LD_path,LD_pm,LD_adrs,a1,LD_SA,sa3,sa1,LD_ix,SI1,SI2,LD_SI,LD_nk,nk1,LD_k,LD_SN,sn1,LD_nc,LD_wpm,wpm1,LD_wp,wp1,wp2,LD_w,LD_WK1,LD_mn,mn1,done;
input [1:0] sn2;
input [3:0] sa2;
input clk;
input [17:0] data;
output stop,DONE,kone,SNumel,nc0,nc1,nc2,nc3,nc4,wl,wg;
output reg [17:0] addres;
reg [3:0] k;
reg [3:0] nextk;  
reg [2:0] STACK_IX[1:8]; 
reg [2:0] ix;
reg [2:0] STACK_NUMEL[1:8]; 
reg [17:0] STACK_ADRS [1:D][1:C];  
reg [14:0] wpath[1:8];
reg [17:0] pathmin [1:8]; 
reg [3:0] minnodes;
reg [14:0] weightk1;
reg [17:0] path [1:8];
reg [2:0] nc; 
output reg [14:0] wpathmin; 
output reg [17:0] pathm;
reg [11:0] w; 
reg [17:0] adrs; 
integer i;
integer j;
integer y;
integer o;
integer p;
wire stop=(minnodes<=0);
wire DONE=(nextk==0);
wire kone=(k==1);
wire SNumel=(STACK_NUMEL[k]<=0);
wire nc0=(nc==0);
wire nc1=(nc>=1);
wire nc2=(nc>=2);
wire nc3=(nc>=3);
wire nc4=(nc>=4);
wire wl=(wpath[k]<wpathmin);
wire wg=(wpath[k]>wpathmin);
always @ (posedge clk)begin
if(LD_adrs==1)begin
              if(a1==0) begin adrs<=adrs+1;addres=adrs;end
              else if(a1==1)begin adrs <= STACK_ADRS[k][ix];addres=adrs;end
              end
if(LD_path==1) path[k]<=adrs;
if(LD_pm==1) for(i=1;i<9;i=i+1)begin
                pathmin[i]<=path[i];
              end
if(LD_mn==1) begin
          if(mn1==0) minnodes<=k;
          else if (mn1==1)begin minnodes <= minnodes-1;
          pathm<=pathmin[8-minnodes];
          end
          end
if(LD_nk==1)begin
          if(nk1==0) nextk<=1;
          else if(nk1==1) nextk<=k+1;
          else if(nk1==2) nextk<=k-1;
          end
if(LD_k==1) k<=nextk;
if(LD_nc==1) nc<=data[2:0];
if(LD_ix==1) ix<=STACK_IX[k];
if(LD_wpm==1) begin
          if(wpm1==0) wpathmin<=15'b111111111111111;
          else if(wpm1==1) wpathmin<= wpath[k];
          end
if(LD_WK1==1) weightk1<=wpath[k-1]+w;
if(LD_wp==1) begin
          if(wp1==0)begin
                    if(wp2==0) wpath[k]<=w;
                    else if(wp2==1) wpath[k]<=weightk1;
                    end
		end
if(LD_w==1) w<=data[11:0];
if(LD_SI==1)begin
            if(SI1==0)begin
                      if(SI2==0) for(j=1;j<9;j=j+1)begin
                                        STACK_IX[j]<=1;
                                        end
                      else if(SI2==1) STACK_IX[k]<=STACK_IX[k]+1;
                      end
            else if(SI1==1)begin
                      if(SI2==0) STACK_IX[k+1]<=1;
                      end
            end
if(LD_SN==1)begin
            if(sn2==0)begin
                      if(sn1==0) for(y=1;y<9;y=y+1)begin
                                        STACK_NUMEL[y]<=1;
                                      end
                      end
            else if(sn2==1)begin
                      if(sn1==0) STACK_NUMEL[k]<=STACK_NUMEL[k]-1;
                      end
            else if(sn2==2)begin
                      if(sn1==1) STACK_NUMEL[k+1]<=nc;
                      end
            end
if(LD_SA==1)begin
            if(sa3==0)begin
             for(o=1;o<D+1;o=o+1)begin
                for(p=1;p<C+1;p=p+1)begin
                    STACK_ADRS[o][p]<=0;
                end
              end
            end
            else if(sa3==1)begin
                  if(sa1==1) begin
                      if(sa2==0) STACK_ADRS[k+1][1]<= data;
                      else if(sa2==1) STACK_ADRS[k+1][2]<=data;
                      else if(sa2==2) STACK_ADRS[k+1][3]<=data;
                      else if(sa2==3) STACK_ADRS[k+1][4]<=data;
                  end 
            end
            end
end
endmodule  
```

==> reports/summary.txt <==
Result of the run = complete, no violations
Yosys warns = 20
Die W = 417.4 um
Setup ws final = 4212 ps
DRC Markers = 0
RSZ-0062 raised after global routing = no
Chip Area, Yosys = 51770 sq um
Insertion Delay late pin = 740 ps
Area of the mapped netlist = 51770 sq um
Startpoint types = flop
Final hold violations = 0
Max frequency = 141.1 MHz
Skew final = 19.71 ps
WS Path Type = flop to output pin
CTS tree = done
R2r setup slk = 6040 ps
Hold Path Class = flop to flop
Arr. time, crit path = 4830 ps
Leakage = 0.02033 uW
Final Max Tran Viols = 0
Post-synth ARST share = 0%
FP Rows = 152
Cells on worst reg2reg path = 14
Vias per cell = 4.746
Vias = 27.07k
Post-layout min period = 7088 ps
Syn Inst Count = 3131
First-pass GRT wire length = 185.4 mm
Clock Sinks = 1198
GPL Wtd Cong = 0.8558
Port bufs = 112
Peak supply drop = 0.1261 mV
Die H = 417.4 um
CTS Hold Bufs = 0
Post-synth top flop = edfxtp_1
Largest net degree at the start of global routing = 65
EDFF count, synth = 1194
Setup-failing EPs final = 0
Io pins = 114
Root Buffer = clkbuf_16
Post_cts resized = 0
Area share, top type = 69.25%
Num CTS Buffers = 121
Fraction of layout cells with a size suffix above 1 = 19.54%
Tool warning count = 34
Placement Setup Slack = 4906 ps
Main area contributors = edfxtp_1 (69%), mux4_2 (9.4%), and2_1 (6.9%)
Tcrit/Tclk final = 62.73%
Crit path max fanout = 36
Power per standard cell area = 174.6 nW/um^2
Hold path cells = 0
Setup bufs post-CTS = 0
Rel. slew slack = 39.82%
DRT Wirelength = 125.3 mm
Die area = 174200 sq um
Worst Max-Slew Pin Slew = 901.8 ps
Synth cell count leaders = edfxtp_1 (1194), and2_1 (573), mux4_2 (215), clkbuf_1 (146), nor2_1 (108)
First-pass DRT Iterations = 7
Global router's overall resource usage = 15.40%
DP Wirelength = 78.97 mm
GR Overflow Total = 0
Worst R2R End = adrs[16]$_DFFE_PP_
Count leader, synth = edfxtp_1
Synthesized area per cell = 16.54 sq um
Vias in the first global route = 28.33k
Hold WS = 405.0 ps
Final Power = 10440 uW
Register area share after synthesis = 69.41%
Setup crit end kind = output pin
Hold wc startpoint = path[6][7]$_DFFE_PP_
Distinct cells, synth = 78
Setup TNS = 0 ps
Ant diodes = 0
CTS clk-pin slew, worst paths = 60 ps
Core area = 171500 sq um
Maximum buffer depth of the clock tree = 3
Endpoint, Worst Hold = pathmin[6][7]$_DFFE_PP_
Routed WL per cell = 21.96 um
Required time of the critical path = 9040 ps
Area Growth Syn to Fin = 15.42%
Fillers = 15.97k
Initial DRC count = 1429
RR Startpoint = k[0]$_DFFE_PP_
Registers, synthesis = 1198
Initial antenna violation count = 11
Antenna-violating nets left = 0
Total of max-cap violations = 0
CTS HTree Levels = 3
Number of cells in Yosys stat = 3131
Fp util = 30.18%
Cell type with the largest total area = edfxtp_1
==> stage by stage <==
stage	instance area, sq um	utilization [%]	cells
after CTS	59760	34.84	5703
after global routing	59760	34.84	5703
after global placement	55880	32.58	5475
after detailed placement	55880	32.58	5475
after floorplan	51770	-	3131
final	59760	34.84	5703
==> cell type report <==
class	count	area, sq um	area share, %
flip-flops and latches	1198	35940	60.14
multi-input cells	1670	14720	24.64
clock buffers	141	3103	5.193
well taps	2310	2890	4.837
repair buffers	248	2146	3.591
clock inverters	87	770.7	1.290
inverters	49	183.9	0.3078
==> worst max-delay path: stages (launching register included) <==
cell and delay [ps]:
dfxtp_2 310, buf_4 520, buf_4 440, mux4_2 540
mux2_2 310, ha_1 300, a21o_1 180, a21oi_1 150
nor2b_1 70, o31ai_1 260, a21oi_1 110, a211oi_1 340
clkdlybuf4s50_1 530
==> logic make-up (layout without fill, tap and decap cells) <==
logic type | Yosys count | count (layout) | synth area share [%]
simple gates | 956 | 956 | 10.68
buf+inv | 263 | 525 | 2.368
mux | 330 | 330 | 11.67
flops | 1198 | 1198 | 69.41
xor+xnor | 36 | 36 | 0.6525
fa+ha+maj | 44 | 44 | 1.092
compound gates | 304 | 304 | 4.130
==> power by group <==
| group | internal [uW] | total (uW) | switching, uW |
|---|---|---|---|
| Combinational | 503 | 1310 | 808 |
| Sequential | 5110 | 5230 | 113 |
| Clock | 2200 | 3900 | 1700 |
| Total | 7820 | 10400 | 2620 |
==> how the worst max path moves through the flow <==
stage / start / endpoint / slack, ps / depth (start not counted)
CTS: flop / wl / 4070 / 12
global route: flop / wl / 3950 / 12
finish: flop / wl / 4210 / 12
==> state kept, by name (all words and copies together) (netlist names), 12 cells and up, named ones only <==
signal / count
STACK_ADRS: 576
STACK_IX: 48
STACK_NUMEL: 48
addres: 18
adrs: 18
path: 144
pathm: 18
pathmin: 144
w: 12
weightk1: 15
wpath: 120
wpathmin: 15
==> routing by layer <==
layer	vias up	wire, um	part of all wire (%)	GRT usage [%]
li1	12343	-	-	-
met1	13480	46970	37	19.51
met2	1033	60050	48	23.99
met3	206	14880	12	8.336
met4	6	3312	2.6	3.315
met5	-	41	0.033	0.2223
==> layout by cell type, fill, tap and decap left out, drive strengths merged, types with 66 or more instances in the layout <==
cell type      Yosys  layout
and2             575     575
clkdlybuf4s50      0     109
mux2i             74      74
edfxtp          1194    1194
nand2             78      78
a21oi             66      66
nor2             120     120
buf               67     139
mux4             215     215
clkbuf           147     141
Power and IR drop assume default switching activity.
