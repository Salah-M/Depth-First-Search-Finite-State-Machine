`flow/config.mk`:
```
export PLATFORM = sky130hd
export DESIGN_NAME = FSM
export DESIGN_NICKNAME = FSM
export VERILOG_FILES = /design/flow/design.v
export SDC_FILE = /design/flow/constraint.sdc
export NUM_CORES = 4
export LEC_CHECK = 1
export CORE_AREA = 10 10 70 70
export DIE_AREA = 0 0 80 80
```
`flow/constraint.sdc`:
```
current_design FSM

set clk_period 1.8
set clk_io_pct 0.2

create_clock -name clk0 -period $clk_period [get_ports {clk}]

set non_clock_inputs [all_inputs -no_clocks]
set_input_delay [expr $clk_period * $clk_io_pct] -clock clk0 $non_clock_inputs
set_output_delay [expr $clk_period * $clk_io_pct] -clock clk0 [all_outputs]
```
`flow/design.v`:
```
module FSM (LD_path,LD_pm,LD_adrs,a1,LD_SA,sa3,sa1,sa2,LD_ix,SI1,SI2,LD_SI,LD_nk,nk1,LD_k,LD_SN,sn1,sn2,LD_nc,LD_wpm,wpm1,LD_wp,wp1,wp2,LD_w,LD_WK1,LD_mn,mn1,done,clk,start,stop,DONE,kone,SNumel,nc0,nc1,nc2,nc3,nc4,wl,wg);
output reg LD_path,LD_pm,LD_adrs,a1,LD_SA,sa3,sa1,LD_ix,SI1,SI2,LD_SI,LD_nk,nk1,LD_k,LD_SN,sn1,LD_nc,LD_wpm,wpm1,LD_wp,wp1,wp2,LD_w,LD_WK1,LD_mn,mn1,done;
output reg [1:0] sn2;
output reg [3:0] sa2;
input clk,start,stop,DONE,kone,SNumel,nc0,nc1,nc2,nc3,nc4,wl,wg;
parameter START= 15'b000000000000001,ENTERLOOP = 15'b000000000000010,DECREMENTK=15'b000000000000100,GETIX=15'b000000000001000,GETSTACKIX=15'b000000000010000,GETnc=15'b000000000100000,ROOTW=15'b000000001000000,GETWEIGHTK1=15'b000000010000000,GETWEIGHTW=15'b000000100000000,CHILD1=15'b000001000000000,CHILD2=15'b000010000000000,CHILD3=15'b000100000000000,CHILD4=15'b001000000000000,LEAFNODE=15'b010000000000000,DONESTAGE=15'b100000000000000;
reg [14:0] state,nstate;
always @(posedge clk)
if(start)
state<=START;
else state<=nstate;
always @(state or start or stop or DONE or kone or SNumel or nc0 or nc1 or nc2 or nc3 or nc4)
begin
LD_path=0;LD_pm=0;LD_adrs=0;a1=0;LD_SA=0;sa3=0;sa1=0;sa2=0;LD_ix=0;SI1=0;SI2=0;LD_SI=0;LD_nk=0;nk1=0;LD_k=0;LD_SN=0;sn1=0;sn2=0;LD_nc=0;LD_wpm=0;
wpm1=0;LD_wp=0;wp1=0;wp2=0;LD_w=0;LD_WK1=0;LD_mn=0;mn1=0;
nstate= START;
case(state)
START:  begin
	if(start==0) begin nstate=START;
        LD_path=0;LD_pm=0;LD_adrs=0;a1=0;LD_SA=0;sa3=0;sa1=0;sa2=0;LD_ix=0;SI1=0;SI2=0;LD_SI=0;LD_nk=0;nk1=0;LD_k=0;LD_SN=0;sn1=0;sn2=0;LD_nc=0;LD_wpm=0;
        wpm1=0;LD_wp=0;wp1=0;wp2=0;LD_w=0;LD_WK1=0;LD_mn=0;mn1=0;done=0;
        end
        else if(start) begin
        LD_path=0;LD_pm=0;LD_adrs=0;a1=0;LD_SA=1;sa3=0;sa1=0;sa2=0;LD_ix=0;SI1=0;SI2=0;LD_SI=1;LD_nk=1;nk1=0;LD_k=0;LD_SN=1;sn1=0;sn2=0;LD_nc=0;LD_wpm=1;
        wpm1=0;LD_wp=0;wp1=0;wp2=0;LD_w=0;LD_WK1=0;LD_mn=0;mn1=0;done=0;
        end
        if(DONE==0) nstate= ENTERLOOP;
	end
ENTERLOOP:  begin
	    LD_path=0;LD_pm=0;LD_adrs=0;a1=0;LD_SA=0;sa3=0;sa1=0;sa2=0;LD_ix=0;SI1=0;SI2=0;LD_SI=0;LD_nk=0;nk1=0;LD_k=1;LD_SN=0;sn1=0;sn2=0;LD_nc=0;LD_wpm=0;
            wpm1=0;LD_wp=0;wp1=0;wp2=0;LD_w=0;LD_WK1=0;LD_mn=0;mn1=0;
            if(SNumel==1) nstate = DECREMENTK;
            else if(SNumel==0) nstate = GETIX;
	    end
DECREMENTK: begin
	    LD_path=0;LD_pm=0;LD_adrs=0;a1=0;LD_SA=0;sa3=0;sa1=0;sa2=0;LD_ix=0;SI1=0;SI2=0;LD_SI=0;LD_nk=1;nk1=2;LD_k=0;LD_SN=0;sn1=0;sn2=0;LD_nc=0;LD_wpm=0;
            wpm1=0;LD_wp=0;wp1=0;wp2=0;LD_w=0;LD_WK1=0;LD_mn=0;mn1=0;
            if(DONE==0) nstate=ENTERLOOP;
            else if(DONE==1) nstate = DONESTAGE;
	    end
GETIX:      begin
            LD_path=1;LD_pm=0;LD_adrs=1;a1=1;LD_SA=0;sa3=0;sa1=0;sa2=4;LD_ix=1;SI1=0;SI2=0;LD_SI=0;LD_nk=0;nk1=0;LD_k=0;LD_SN=1;sn1=0;sn2=1;LD_nc=0;LD_wpm=0;
            wpm1=0;LD_wp=0;wp1=0;wp2=0;LD_w=1;LD_WK1=0;LD_mn=0;mn1=0;
            nstate= GETSTACKIX;
            end
GETSTACKIX: begin
            LD_path=0;LD_pm=0;LD_adrs=1;a1=0;LD_SA=0;sa3=0;sa1=0;sa2=4;LD_ix=0;SI1=0;SI2=1;LD_SI=1;LD_nk=0;nk1=0;LD_k=0;LD_SN=0;sn1=0;sn2=0;LD_nc=0;LD_wpm=0;
            wpm1=0;LD_wp=0;wp1=0;wp2=0;LD_w=0;LD_WK1=0;LD_mn=0;mn1=0;
            nstate= GETnc;
            end
GETnc:      begin
            LD_path=0;LD_pm=0;LD_adrs=1;a1=0;LD_SA=0;sa3=0;sa1=0;sa2=4;LD_ix=0;SI1=0;SI2=0;LD_SI=0;LD_nk=0;nk1=0;LD_k=0;LD_SN=0;sn1=0;sn2=0;LD_nc=1;LD_wpm=0;
            wpm1=0;LD_wp=0;wp1=0;wp2=0;LD_w=0;LD_WK1=0;LD_mn=0;mn1=0;
            if(kone==0) nstate= GETWEIGHTK1;
            else if (kone==1) nstate=ROOTW;
            end
ROOTW:      begin
            LD_path=0;LD_pm=0;LD_adrs=0;a1=0;LD_SA=0;sa3=0;sa1=0;sa2=0;LD_ix=0;SI1=0;SI2=0;LD_SI=0;LD_nk=0;nk1=0;LD_k=0;LD_SN=0;sn1=0;sn2=0;LD_nc=0;LD_wpm=0;
            wpm1=0;LD_wp=1;wp1=0;wp2=0;LD_w=0;LD_WK1=0;LD_mn=0;mn1=0;
            if(nc0==1 && wl==1) nstate= LEAFNODE;
            else if(nc1==1) nstate = CHILD1;
            end
GETWEIGHTK1:  begin
              LD_path=0;LD_pm=0;LD_adrs=0;a1=0;LD_SA=0;sa3=0;sa1=0;sa2=0;LD_ix=0;SI1=0;SI2=0;LD_SI=0;LD_nk=0;nk1=0;LD_k=0;LD_SN=0;sn1=0;sn2=0;LD_nc=0;LD_wpm=0;
              wpm1=0;LD_wp=0;wp1=1;wp2=0;LD_w=0;LD_WK1=1;LD_mn=0;mn1=0;
              nstate= GETWEIGHTW;
              end
GETWEIGHTW: begin
            LD_path=0;LD_pm=0;LD_adrs=0;a1=0;LD_SA=0;sa3=0;sa1=0;sa2=0;LD_ix=0;SI1=0;SI2=0;LD_SI=0;LD_nk=0;nk1=0;LD_k=0;LD_SN=0;sn1=0;sn2=0;LD_nc=0;LD_wpm=0;
            wpm1=0;LD_wp=1;wp1=0;wp2=1;LD_w=0;LD_WK1=0;LD_mn=0;mn1=0;
            if(nc0==1 && wl==1) nstate= LEAFNODE;
            else if(nc1==1) nstate = CHILD1;
            end
LEAFNODE:   begin
            LD_path=0;LD_pm=1;LD_adrs=0;a1=0;LD_SA=0;sa3=0;sa1=0;sa2=0;LD_ix=0;SI1=0;SI2=0;LD_SI=0;LD_nk=0;nk1=0;LD_k=0;LD_SN=0;sn1=0;sn2=0;LD_nc=0;LD_wpm=1;
            wpm1=1;LD_wp=0;wp1=0;wp2=0;LD_w=0;LD_WK1=0;LD_mn=1;mn1=0;
            nstate = DECREMENTK;
            end
CHILD1:     begin
            LD_path=0;LD_pm=0;LD_adrs=1;a1=0;LD_SA=1;sa3=1;sa1=1;sa2=0;LD_ix=0;SI1=1;SI2=0;LD_SI=1;LD_nk=1;nk1=1;LD_k=0;LD_SN=1;sn1=1;sn2=0;LD_nc=0;LD_wpm=0;
            wpm1=0;LD_wp=0;wp1=0;wp2=0;LD_w=0;LD_WK1=0;LD_mn=0;mn1=0;
            if(nc2==1) nstate = CHILD2;
            else if(nc2==0) nstate = ENTERLOOP;
            end
CHILD2:     begin
            LD_path=0;LD_pm=0;LD_adrs=1;a1=0;LD_SA=1;sa3=1;sa1=1;sa2=1;LD_ix=0;SI1=1;SI2=0;LD_SI=0;LD_nk=1;nk1=1;LD_k=0;LD_SN=1;sn1=1;sn2=2;LD_nc=0;LD_wpm=0;
            wpm1=0;LD_wp=0;wp1=0;wp2=0;LD_w=0;LD_WK1=0;LD_mn=0;mn1=0;
            if(nc3==1) nstate = CHILD3;
            else if(nc3==0) nstate = ENTERLOOP;
            end
CHILD3:     begin
            LD_path=0;LD_pm=0;LD_adrs=1;a1=0;LD_SA=1;sa3=1;sa1=1;sa2=2;LD_ix=0;SI1=1;SI2=0;LD_SI=0;LD_nk=1;nk1=1;LD_k=0;LD_SN=1;sn1=1;sn2=2;LD_nc=0;LD_wpm=0;
            wpm1=0;LD_wp=0;wp1=0;wp2=0;LD_w=0;LD_WK1=0;LD_mn=0;mn1=0;
            if(nc4==1) nstate = CHILD4;
            else if(nc4==0) nstate = ENTERLOOP;
            end
CHILD4:     begin
            LD_path=0;LD_pm=0;LD_adrs=1;a1=0;LD_SA=1;sa3=1;sa1=1;sa2=2;LD_ix=0;SI1=1;SI2=0;LD_SI=0;LD_nk=1;nk1=1;LD_k=0;LD_SN=1;sn1=1;sn2=3;LD_nc=0;LD_wpm=0;
            wpm1=0;LD_wp=0;wp1=0;wp2=0;LD_w=0;LD_WK1=0;LD_mn=0;mn1=0;
            nstate = ENTERLOOP;
            end
DONESTAGE:  begin
            LD_path=0;LD_pm=0;LD_adrs=0;a1=0;LD_SA=0;sa3=0;sa1=0;sa2=0;LD_ix=0;SI1=0;SI2=0;LD_SI=0;LD_nk=0;nk1=0;LD_k=0;LD_SN=0;sn1=0;sn2=0;LD_nc=0;LD_wpm=0;
            wpm1=0;LD_wp=0;wp1=0;wp2=0;LD_w=0;LD_WK1=0;LD_mn=1;mn1=1;done=1;
            if(stop==0) nstate = DONESTAGE;
            else if(stop==1) nstate = START;
            end
default: nstate=START;
endcase
end
endmodule
```
`flow/run.sh`:
```
#!/bin/bash
# OpenROAD 26Q1-2900-gdf79404cd8, Yosys 0.63+post, stock flow scripts
make -C /OpenROAD-flow-scripts/flow DESIGN_CONFIG=/design/flow/config.mk WORK_HOME=/design/flow/orfs finish
```
==> results.tsv <==
metric	value	unit
register pins left without a clock	1	
remaining antenna violation count after routing	0	
met2 WL	905	um
Num CTS Buffers	3	
Insertion Delay late pin	0.28	ns
P_sw	137.9	uW
asr flop ratio synth	0	%
setup slack, reg-to-reg	0.83	ns
Final Instance Area	1202	um2
CP Launch Type	register	
initial antenna violation count	0	
Largest stage delay, worst path	0.38	ns
f_max	544.2	MHz
fin. max-slew vios	0	
Area after DPL	1120	um2
leak pwr	0.0005451	uW
Comb power frac	13.9	%
Core Util at FP	19.38	%
Min-Delay Path Class	reg -> reg	
worst endpoint data arrival time	1.48	ns
Non-Filler Instances	168	
status	finished, violations left	
Die W	80	um
post-synthesis cell count	75	
layout cell share with drive strength beyond 1	25.41	%
DR pass1 iterations	2	
Root Driver	clkbuf_4	
drt wl/cell	12.29	um
Area growth syn-to-layout	81.66	%
shortest period the worst path allows	1.837	ns
dpl cells	159	
Max-cap violations	0	
Top delay family on crit path	simple AND/OR/NAND/NOR gates	
core area	3416	um2
Vias per Instance	3.851	
clk_skew	0.01208	ns
Post-synth top flop	dfxtp_1	
EDFF count, synth	0	
row count	21	
crit end category	output port	
drt drc	0	
GPL Wtd Cong	0.8152	
largest net degree at the start of global routing	16	
tool warnings	28	
Int Pwr	478.5	uW
Crit Path Max Fanout	2	
Yosys Instances	75	
RSZ-0062 raised after global routing	true	
clk buf depth	2	
sequential share of power	55.5	%
Clk pwr share	30.6	%
CTS tree	yes	
Ports	46	
Final Hold Vio Count	0	
final period utilization	102.1	%
VDD IR max	0.0003096	V
Total Routing Usage GR	5.998	%
final-layout fill cell count	356	
fin util	35.20	%
Setup violations, final	1	
Total Power	616.4	uW
# port buffers	43	
clk slew on worst S/H paths	0.10	ns
slowest CP cell	or3_4	
final global-route overflow total	0	
Iter 0 DRT Violations	20	
full die area	6400	um2
Highest Signal Layer	met3	
routed wl met3	226	um
post-detail-place hpwl	1650	um
Mapped Area	661.9	um2
Pwr Density	512.6	nW/um2
sw frac	22.37	%
die height	80	um
CP Data Required Time	1.44	ns
chip area in the Yosys report	661.9	um2
worst setup margin	-0.03743	ns
Cell Type Count	24	
diode count	0	
failing checks	negative setup slack	
global-route wire length before repair	3077	um
Synth flops	16	
critical path cell sequence	or3_4 > or3_1 > buf_2	
vias in the first global route	599	
WS Path Type	reg -> out	
CTS H-tree lvls	1	
Metal-1 WL	933	um
Vias	647	
Syn Area/Cell	8.825	um2
Critical path buffers and inverters	1	
endpoints left unconstrained	2	
final WL	2065	um
Synth warnings	1	
[cell usage after synthesis (2+ instances only)]
| cell type | count | share of area (%) |
|---|---|---|
| a21oi_1 | 3 | 2.3 |
| buf_4 | 10 | 11 |
| clkbuf_1 | 2 | 1.1 |
| dfxtp_1 | 15 | 45 |
| inv_1 | 5 | 2.8 |
| nand2_1 | 6 | 3.4 |
| nand2b_1 | 2 | 1.9 |
| nor2_1 | 4 | 2.3 |
| nor2b_1 | 3 | 2.8 |
| nor3_1 | 2 | 1.5 |
| nor3b_1 | 5 | 5.7 |
| or2_1 | 5 | 4.7 |
| or3_1 | 2 | 1.9 |
[power by group through the flow]
stage | Clock [uW] | Sequential [uW] | Combinational [uW]
final | 189 | 342 | 85.5
after global routing | 214 | 343 | 94.0
after CTS | 196 | 342 | 82.6
[cells in the final DEF, fill, tap and decap left out, types with 2 or more instances in the layout]
cell type | synthesis | routed
clkdlybuf4s50_1 | 0 | 30
buf_4 | 10 | 11
dfxtp_1 | 15 | 9
dfxtp_2 | 0 | 6
or2_1 | 5 | 5
nor3b_1 | 5 | 5
clkdlybuf4s15_1 | 0 | 5
nor2_1 | 4 | 4
nand2_1 | 6 | 4
inv_1 | 5 | 4
dlygate4sd2_1 | 0 | 4
nor2b_1 | 3 | 3
a21oi_1 | 3 | 3
clkbuf_4 | 0 | 3
or3_4 | 1 | 2
nand2b_1 | 2 | 2
nor3_1 | 2 | 2
buf_2 | 0 | 2
[kinds of logic (layout without fill, tap and decap cells)]
| group | after synthesis | after routing | synth area share (%) |
|---|---|---|---|
| AOI/OAI and AO/OA | 9 | 9 | 8.317 |
| other | 1 | 1 | 0.5666 |
| and+or+nand+nor | 32 | 32 | 28.17 |
| latches | 1 | 1 | 2.268 |
| buffers and inverters | 17 | 64 | 15.31 |
| DFF | 15 | 15 | 45.37 |
[sequential cells by signal, summed over array words and instances (netlist names)]
| signal | count |
|---|---|
| done | 1 |
| state | 15 |
[metal layers]
metal | vias up | global-route usage, %
met4 | 0 | 0.1761
met2 | 27 | 9.149
met3 | 0 | 3.182
met5 | - | 0
li1 | 329 | -
met1 | 291 | 7.750
[cell type report]
cell class	instances	area [um2]	area share, %
Sequential cell	16	322.8	26.85
Inverter	5	21.27	1.769
Timing Repair Buffer	55	506.7	42.14
Clock buffer	3	22.52	1.873
Tap cell	46	57.56	4.787
Multi-Input combinational cell	42	266.5	22.16
Clock inverter	1	5.005	0.4162
[worst min-delay path: cells and delay by family, from the launching register on]
kind             cells  cell delay, ns
AND-OR/OR-AND        1            0.06
AND/OR/NAND/NOR      1            0.06
flip-flops           1            0.33
[per-stage QoR]
step,TNS [ns],worst slack [ns],hold slack (ns)
detailed placement,-0.8081,-0.1737,0.4738
global placement,-0.8389,-0.1845,0.4640
global route,-0.1471,-0.09897,0.5095
CTS,-0.1121,-0.1121,0.4887
finish,-0.03743,-0.03743,0.4810
floorplan,0,0.4611,0.4316
[final timing paths]
check / start / to / depth (start not counted)
min: state[13]$_DFF_P_ / state[1]$_DFF_P_ / 2
max reg2reg: state[5]$_DFF_P_ / state[14]$_DFF_P_ / 4
min reg2reg: state[13]$_DFF_P_ / state[1]$_DFF_P_ / 2
max: state[11]$_DFF_P_ / LD_adrs / 3
[repair_timing]
action	4_1_cts	5_1_grt
pin swaps	3	3
gates resized	26	12
buffers inserted	3	2
setup endpoints to repair	13	11
hold buffers	0	0
Power figures rest on the tool's default switching activity, not on a simulated workload.
